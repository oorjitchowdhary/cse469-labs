<file path="design/flow/run.sh">
#!/bin/bash
# OpenROAD 26Q1-2900-gdf79404cd8, Yosys 0.63+post, stock flow scripts
make -C /OpenROAD-flow-scripts/flow DESIGN_CONFIG=/design/flow/config.mk WORK_HOME=/design/flow/orfs finish
</file>
<file path="design/flow/config.mk">
export PLATFORM = sky130hd
export DESIGN_NAME = ex_mem_pipeline_reg
export DESIGN_NICKNAME = ex_mem_pipeline_reg
export VERILOG_FILES = /design/flow/design.v
export SDC_FILE = /design/flow/constraint.sdc
export NUM_CORES = 4
export LEC_CHECK = 1
export CORE_AREA = 10 10 377 377
export DIE_AREA = 0 0 387 387
</file>
<file path="design/flow/constraint.sdc">
current_design ex_mem_pipeline_reg

set clk_period 1.0
set clk_io_pct 0.2

create_clock -name clk0 -period $clk_period [get_ports {clk}]

set non_clock_inputs [all_inputs -no_clocks]
set_input_delay [expr $clk_period * $clk_io_pct] -clock clk0 $non_clock_inputs
set_output_delay [expr $clk_period * $clk_io_pct] -clock clk0 [all_outputs]
</file>
<file path="design/flow/design.v">
module D_FF (q, d, reset, clk);
	output reg q;
	input d, reset, clk;
	always_ff @(posedge clk)
	if (reset)
		q <= 0;  
	else
		q <= d;  
endmodule
module mux2_1 (out, i0, i1, sel);
	output logic out;
	input logic i0, i1, sel;
	assign out = (i0 & ~sel) | (i1 & sel);
endmodule
module mux2_1_testbench();
  logic i0, i1, sel;
  logic out;
  mux2_1 dut (.out(out), .i0(i0), .i1(i1), .sel(sel));
  integer i;
  initial begin
    for (i = 0; i < 8; i++) begin
      {sel, i0, i1} = i; #10;
    end
  end
endmodule
`timescale 1ns/10ps
module register_64bit (q, d, clk, enable, reset);
	output logic [63:0] q;
	input logic [63:0] d;
	input logic clk, enable, reset;
	logic [63:0] next_d;
	genvar i;
	generate
		for (i = 0; i < 64; i = i + 1) begin : gen_register_bits
			logic mux_result;
			logic not_enable;
			not #50 invert_enable (not_enable, enable);
			logic sel_d, sel_q;
			and #50 and_d (sel_d, d[i], enable);  
			and #50 and_q (sel_q, q[i], not_enable);  
			or #50 or_mux (mux_result, sel_d, sel_q);
			assign next_d[i] = mux_result;
			D_FF dff_i (.q(q[i]), .d(next_d[i]), .reset(reset), .clk(clk));
		end
	endgenerate
endmodule
`timescale 1ps/1ps
module ex_mem_pipeline_reg (
    input logic clk,
    input logic reset,
    input logic enable,
    input  logic [63:0] alu_result_in,
    input  logic [63:0] reg2_data_in,
    input  logic [4:0]  rd_in,
    input  logic        branch_condition_met_in,
    input  logic [63:0] pc_plus4_in,
    input logic [63:0] br_cond_offset_in,
    input logic [63:0] br_uncond_offset_in,
    input logic [63:0] br_reg_data_in,
    output logic [63:0] alu_result_out,
    output logic [63:0] reg2_data_out,
    output logic [4:0]  rd_out,
    output logic        branch_condition_met_out,
    output logic [63:0] pc_plus4_out,
    output logic [63:0] br_cond_offset_out,
    output logic [63:0] br_uncond_offset_out,
    output logic [63:0] br_reg_data_out,
    input  logic mem_mem_read_in,
    input  logic mem_mem_write_in,
    input  logic mem_take_branch_in,
    input  logic mem_uncond_branch_in,
    input  logic mem_reg_branch_in,
    output logic mem_mem_read_out,
    output logic mem_mem_write_out,
    output logic mem_take_branch_out,
    output logic mem_uncond_branch_out,
    output logic mem_reg_branch_out,
    input  logic wb_reg_write_in,
    input  logic wb_mem_to_reg_in,
    input  logic wb_link_write_in,
    output logic wb_reg_write_out,
    output logic wb_mem_to_reg_out,
    output logic wb_link_write_out
);
    register_64bit alu_result (.q(alu_result_out), .d(alu_result_in), .clk(clk), .reset(reset), .enable(enable));
    register_64bit reg2_data  (.q(reg2_data_out),  .d(reg2_data_in),  .clk(clk), .reset(reset), .enable(enable));
    register_5bit  rd         (.q(rd_out),         .d(rd_in),         .clk(clk), .reset(reset), .enable(enable));
    D_FF_en  branch_cond(.q(branch_condition_met_out), .d(branch_condition_met_in), .clk(clk), .reset(reset), .enable(enable));
    register_64bit pc_plus4  (.q(pc_plus4_out), .d(pc_plus4_in), .clk(clk), .reset(reset), .enable(enable));
    register_64bit br_cond_offset (.q(br_cond_offset_out), .d(br_cond_offset_in), .clk(clk), .reset(reset), .enable(enable));
    register_64bit br_uncond_offset (.q(br_uncond_offset_out), .d(br_uncond_offset_in), .clk(clk), .reset(reset), .enable(enable));
    register_64bit br_reg_data (.q(br_reg_data_out), .d(br_reg_data_in), .clk(clk), .reset(reset), .enable(enable));
    D_FF_en mem_read     (.q(mem_mem_read_out),     .d(mem_mem_read_in),     .clk(clk), .reset(reset), .enable(enable));
    D_FF_en mem_write    (.q(mem_mem_write_out),    .d(mem_mem_write_in),    .clk(clk), .reset(reset), .enable(enable));
    D_FF_en take_branch  (.q(mem_take_branch_out),  .d(mem_take_branch_in),  .clk(clk), .reset(reset), .enable(enable));
    D_FF_en uncond_branch(.q(mem_uncond_branch_out),.d(mem_uncond_branch_in),.clk(clk), .reset(reset), .enable(enable));
    D_FF_en reg_branch   (.q(mem_reg_branch_out),   .d(mem_reg_branch_in),   .clk(clk), .reset(reset), .enable(enable));
    D_FF_en reg_write   (.q(wb_reg_write_out),   .d(wb_reg_write_in),   .clk(clk), .reset(reset), .enable(enable));
    D_FF_en mem_to_reg  (.q(wb_mem_to_reg_out),  .d(wb_mem_to_reg_in),  .clk(clk), .reset(reset), .enable(enable));
    D_FF_en link_write  (.q(wb_link_write_out),  .d(wb_link_write_in),  .clk(clk), .reset(reset), .enable(enable));
endmodule
module D_FF_en (
    output logic q,
    input logic d,
    input logic reset,
    input logic clk,
    input logic enable
);
    logic enabled_d, q_internal;
    mux2_1 mux_inst (.out(enabled_d), .i0(q_internal), .i1(d), .sel(enable));
    D_FF dff_inst (.q(q_internal), .d(enabled_d), .reset(reset), .clk(clk));
    assign q = q_internal;
endmodule
`timescale 1ps/1ps
module register_5bit (q, d, clk, enable, reset);
    output logic [4:0] q;
    input logic [4:0] d;
    input logic clk, enable, reset;
    genvar i;
    generate
        for (i = 0; i < 5; i = i + 1) begin : reg_bits
            D_FF_en dff_en_i (.q(q[i]), .d(d[i]), .clk(clk), .reset(reset), .enable(enable));
        end
    endgenerate
endmodule
</file>
==> GITHUB_STEP_SUMMARY <==
### Flow metrics

| Metric | Value |
|---|---|
| DRC Markers | 0 |
| Ys flops | 398 |
| Vias in the first global route | 12690 |
| Total congestion overflow | 0 |
| Die Wd | 387 um |
| Global Route Usage Sum | 7.83% |
| Clock sink total | 398 |
| Vias | 12192 |
| Count of cell types in the netlist | 7 |
| Leakage | ~12 nW |
| CP required | 0.80 ns |
| YS chip area | 16800 um^2 |
| Worst path depth | 1 |
| Failing checks | setup timing |
| Max Clk Rate | between 700 and 800 MHz |
| Post-Route Utilization | approximately a fifth |
| Fin Setup TNS | -86.36 ns |
| Startpoint Class | register |
| Fillers | approximately 15000 |
| Worst setup EP type | output port |
| Yosys cell count | 1671 |
| Cycle use final | 135% |
| Worst Hold Class | in2reg |
| R2R setup slack | around 0.030 ns |
| Hold Path Depth | 4 |
| Mapped Area | approximately 17000 um^2 |
| Routability cong. | 0.804 |
| Post-Syn Instances | 1671 |
| Power Density | 1560 nW/um^2 |
| CP max stage cell | dfxtp_4 |
| Setup WS pre-CTS | -0.523 ns |
| Root buf cell | clkbuf_16 |
| Cell area after layout | 25700 um^2 |
| Initial DRT Pass Iterations | 5 |
| Clock period minus worst slack | 1.35 ns |
| Flop area | 8490 um^2 |
| Clk pin slew, worst setup/hold paths | about 0.050 ns |
| Placement Cell Area | 24900 um^2 |
| Maximum VDD drop | 0.00103 V |
| Worst reg-to-reg path cell count | 4 |
| Core area | around 130000 um^2 |
| Crit path largest cell delay | 0.45 ns |
| OpenROAD warning count | 28 |
| CP Buf/Inv Count | 1 |
| TritonCTS clock tree | yes |
| YS warnings | 1 |
| IO Port Bufs | 798 |
| RSZ-0062 raised after global routing | true |
| Syn avg cell area | 10.1 um^2 |
| Worst-path maximum fanout | 2 |
| Initial DRC count | around 360 |
| Post-DP HPWL | about 49 mm |
| Fraction of layout instances using a drive strength above 1 | ~45% |
| Initial antenna violation count | 7 |
| DR vias/cell | a little over 3 |
| Clock skew | 0 ns |
| Global-route wire length before repair | 88.1 mm |
| Total CTS buffers | 48 |
| Chip Area | around 150000 um^2 |
| Clk buf depth | 3 |
| Largest net degree at the start of global routing | 32 |
| Status | finished, violations left |
| Post-synth seq share | a little under half |
| Die Height | 387 um |
| Final WL | 61.1 mm |
| Drt wl/cell | 15.4 um |
| Finish-stage setup viols | roughly 400 |
| Post-route setup slack | -0.354 ns |
| Max_cap viols | 0 |
| Multi-input logic area | 5500 um^2 |
| Worst Max-Slew Pin Slew | 0.272 ns |
| Critical-path cell list | buf_6 |
| I/O pin cnt | between 700 and 800 |
| Crit path kind | reg2out |
| Post-route ant nets | 0 |
| Latency at later pin | 0.57 ns |
| Final Hold Viols | 0 |
| Max-slew violation count | 0 |
| Slew HR | 81.8% |
| Arrival time at the worst endpoint | 1.15 ns |
| Row Count | 134 |
| Worst hold slack | 0.116 ns |
| CP delay by family, top | flip-flops |
| Area Growth Syn to Fin | 52.9% |
| H-tree depth | 2 |
| Floorplan Utilization | roughly an eighth |
[per-layer routing]
layer | vias to the layer above | routed length, um | track usage [%]
met1 | 5593 | 24100 | 9.09
met4 | 6 | 1290 | 1.40
met3 | 72 | 6050 | 3.51
met5 | - | 45 | 0
met2 | 491 | 29500 | 13.4
li1 | 6030 | - | -
[final cells by class]
cell class                      count  area share [%]
Timing Repair Buffer              926            31.1
Tap cell                         1768            8.60
Sequential cell                   398            33.0
Clock inverter                      7           0.224
Antenna cell                        2          0.0195
Multi-Input combinational cell    796            21.4
Clock buffer                       74            5.64
[placed cells by master (no fill, tap or decap), drive strengths merged]
| cell | synthesis | final |
|---|---|---|
| nor2 | 398 | 398 |
| clkdlybuf4s50 | 0 | 398 |
| inv | 0 | 1 |
| buf | 451 | 527 |
| dlygate4sd3 | 0 | 1 |
| clkinv | 0 | 6 |
| dfxtp | 398 | 398 |
| clkbuf | 26 | 74 |
| diode | 0 | 2 |
| mux2i | 398 | 398 |
[power breakdown]
part | switching (mW) | leakage [nW] | internal, mW | total, mW
registers | 0.531 | 3.43 | 17.0 | 17.5
logic | 2.00 | 7.55 | 3.63 | 5.64
clock network | 6.99 | 0.742 | 9.91 | 16.9
[Yosys cell counts]
| library cell | count | area (um^2) |
|---|---|---|
| nor2_1 | 398 | 1490 |
| clkbuf_1 | 26 | 97.6 |
| buf_1 | 5 | 18.8 |
| mux2i_1 | 398 | 3980 |
| buf_2 | 34 | 170 |
| buf_4 | 412 | 3090 |
| dfxtp_1 | 398 | 7970 |
[through the flow]
step	instances	power, mW
after floorplan	1671	20.5
after global placement	3869	23.9
after detailed placement	3869	23.9
after CTS	3956	40.9
after global routing	3970	42.0
final	3971	40.1
[cell families (layout without fill, tap and decap cells)]
group         after synthesis  count (layout)  share of synthesized area, %
buf+inv                   477            1007                          20.1
other cells                 0               2                             0
simple gates              398             398                          8.88
mux                       398             398                          23.7
flops                     398             398                          47.4
[worst register-to-register path, stage by stage (launching register included)]
cell and delay [ns]:
dfxtp_2 0.31, buf_4 0.12, buf_4 0.15, mux2i_4 0.17, nor2_4 0.09
[worst paths after layout]
check / startpoint / to
min reg2reg: register / register
max reg2reg: register / register
max: register / br_uncond_offset_out[40]
min: enable / register
[timing repair]
action                                   CTS  global route
pin swaps                                  0             1
hold buffers                               1             0
gates resized                           1858            21
gates cloned                               0             0
endpoints found under the setup margin   401           399
endpoints found under the hold margin     11             0
buffers inserted                           5            13
Power and IR drop assume default switching activity.
