==> config.mk <==
export PLATFORM = sky130hd
export DESIGN_NAME = id_ex_pipeline_reg
export DESIGN_NICKNAME = id_ex_pipeline_reg
export VERILOG_FILES = /design/flow/design.v
export SDC_FILE = /design/flow/constraint.sdc
export NUM_CORES = 4
export LEC_CHECK = 1
export CORE_AREA = 10 10 412 412
export DIE_AREA = 0 0 422 422
==> design.v <==
module D_FF (q, d, reset, clk);
	output reg q;
	input d, reset, clk;
	always_ff @(posedge clk)
	if (reset)
		q <= 0;  
	else
		q <= d;  
endmodule
module mux2_1 (out, i0, i1, sel);
	output logic out;
	input logic i0, i1, sel;
	assign out = (i0 & ~sel) | (i1 & sel);
endmodule
module mux2_1_testbench();
  logic i0, i1, sel;
  logic out;
  mux2_1 dut (.out(out), .i0(i0), .i1(i1), .sel(sel));
  integer i;
  initial begin
    for (i = 0; i < 8; i++) begin
      {sel, i0, i1} = i; #10;
    end
  end
endmodule
`timescale 1ns/10ps
module register_64bit (q, d, clk, enable, reset);
	output logic [63:0] q;
	input logic [63:0] d;
	input logic clk, enable, reset;
	logic [63:0] next_d;
	genvar i;
	generate
		for (i = 0; i < 64; i = i + 1) begin : gen_register_bits
			logic mux_result;
			logic not_enable;
			not #50 invert_enable (not_enable, enable);
			logic sel_d, sel_q;
			and #50 and_d (sel_d, d[i], enable);  
			and #50 and_q (sel_q, q[i], not_enable);  
			or #50 or_mux (mux_result, sel_d, sel_q);
			assign next_d[i] = mux_result;
			D_FF dff_i (.q(q[i]), .d(next_d[i]), .reset(reset), .clk(clk));
		end
	endgenerate
endmodule
`timescale 1ps/1ps
module id_ex_pipeline_reg (
    input  logic clk,
    input  logic reset,
    input  logic enable,
    input logic [4:0] selected_r1_in,
    input logic [4:0] selected_r2_in,
    input  logic [63:0] reg1_in,
    input  logic [63:0] reg2_in,
    input  logic [63:0] imm_in,
    input  logic [4:0]  rd_in,
    input  logic [63:0] pc_plus4_in,
    input logic [63:0] br_cond_offset_in,
    input logic [63:0] br_uncond_offset_in,
    input logic [63:0] br_reg_data_in,
    output logic [4:0] selected_r1_out,
    output logic [4:0] selected_r2_out,
    output logic [63:0] reg1_out,
    output logic [63:0] reg2_out,
    output logic [63:0] imm_out,
    output logic [4:0]  rd_out,
    output logic [63:0] pc_plus4_out,
    output logic [63:0] br_cond_offset_out,
    output logic [63:0] br_uncond_offset_out,
    output logic [63:0] br_reg_data_out,
    input  logic [2:0] ex_alu_op_in,
    input  logic       ex_alu_src_in,
    input  logic       ex_flag_write_in,
    input  logic       ex_is_cbz_in,
    input  logic       ex_is_blt_in,
    output logic [2:0] ex_alu_op_out,
    output logic       ex_alu_src_out,
    output logic       ex_flag_write_out,
    output logic       ex_is_cbz_out,
    output logic       ex_is_blt_out,
    input  logic       mem_mem_read_in,
    input  logic       mem_mem_write_in,
    input  logic       mem_take_branch_in,
    input  logic       mem_uncond_branch_in,
    input  logic       mem_reg_branch_in,
    output logic       mem_mem_read_out,
    output logic       mem_mem_write_out,
    output logic       mem_take_branch_out,
    output logic       mem_uncond_branch_out,
    output logic       mem_reg_branch_out,
    input  logic       wb_reg_write_in,
    input  logic       wb_mem_to_reg_in,
    input  logic       wb_link_write_in,
    output logic       wb_reg_write_out,
    output logic       wb_mem_to_reg_out,
    output logic       wb_link_write_out
);
    register_5bit  selected_r1 (.q(selected_r1_out), .d(selected_r1_in), .clk(clk), .reset(reset), .enable(enable));
    register_5bit  selected_r2 (.q(selected_r2_out), .d(selected_r2_in), .clk(clk), .reset(reset), .enable(enable));
    register_64bit reg1      (.q(reg1_out), .d(reg1_in),      .clk(clk), .reset(reset), .enable(enable));
    register_64bit reg2      (.q(reg2_out), .d(reg2_in),      .clk(clk), .reset(reset), .enable(enable));
    register_64bit imm       (.q(imm_out),  .d(imm_in),       .clk(clk), .reset(reset), .enable(enable));
    register_5bit  rd        (.q(rd_out),   .d(rd_in),        .clk(clk), .reset(reset), .enable(enable));
    register_64bit pc_plus4  (.q(pc_plus4_out), .d(pc_plus4_in), .clk(clk), .reset(reset), .enable(enable));
    register_64bit br_cond_offset (.q(br_cond_offset_out), .d(br_cond_offset_in), .clk(clk), .reset(reset), .enable(enable));
    register_64bit br_uncond_offset (.q(br_uncond_offset_out), .d(br_uncond_offset_in), .clk(clk), .reset(reset), .enable(enable));
    register_64bit br_reg_data (.q(br_reg_data_out), .d(br_reg_data_in), .clk(clk), .reset(reset), .enable(enable));
    register_3bit ex_alu_op    (.q(ex_alu_op_out),    .d(ex_alu_op_in),    .clk(clk), .reset(reset), .enable(enable));
    D_FF_en ex_alu_src   (.q(ex_alu_src_out),   .d(ex_alu_src_in),   .clk(clk), .reset(reset), .enable(enable));
    D_FF_en ex_flag_write(.q(ex_flag_write_out),.d(ex_flag_write_in),.clk(clk), .reset(reset), .enable(enable));
    D_FF_en ex_is_blt (.q(ex_is_blt_out), .d(ex_is_blt_in), .clk(clk), .reset(reset), .enable(enable));
    D_FF_en ex_is_cbz (.q(ex_is_cbz_out), .d(ex_is_cbz_in), .clk(clk), .reset(reset), .enable(enable));
    D_FF_en mem_mem_read     (.q(mem_mem_read_out),     .d(mem_mem_read_in),     .clk(clk), .reset(reset), .enable(enable));
    D_FF_en mem_mem_write    (.q(mem_mem_write_out),    .d(mem_mem_write_in),    .clk(clk), .reset(reset), .enable(enable));
    D_FF_en mem_take_branch  (.q(mem_take_branch_out),  .d(mem_take_branch_in),  .clk(clk), .reset(reset), .enable(enable));
    D_FF_en mem_uncond_branch(.q(mem_uncond_branch_out),.d(mem_uncond_branch_in),.clk(clk), .reset(reset), .enable(enable));
    D_FF_en mem_reg_branch   (.q(mem_reg_branch_out),   .d(mem_reg_branch_in),   .clk(clk), .reset(reset), .enable(enable));
    D_FF_en wb_reg_write   (.q(wb_reg_write_out),   .d(wb_reg_write_in),   .clk(clk), .reset(reset), .enable(enable));
    D_FF_en wb_mem_to_reg  (.q(wb_mem_to_reg_out),  .d(wb_mem_to_reg_in),  .clk(clk), .reset(reset), .enable(enable));
    D_FF_en wb_link_write  (.q(wb_link_write_out),  .d(wb_link_write_in),  .clk(clk), .reset(reset), .enable(enable));
endmodule
module D_FF_en (
    output logic q,
    input logic d,
    input logic reset,
    input logic clk,
    input logic enable
);
    logic enabled_d, q_internal;
    mux2_1 mux_inst (.out(enabled_d), .i0(q_internal), .i1(d), .sel(enable));
    D_FF dff_inst (.q(q_internal), .d(enabled_d), .reset(reset), .clk(clk));
    assign q = q_internal;
endmodule
`timescale 1ps/1ps
module register_3bit (q, d, clk, enable, reset);
    output logic [2:0] q;
    input  logic [2:0] d;
    input  logic clk, enable, reset;
    genvar i;
    generate
        for (i = 0; i < 3; i = i + 1) begin : reg_bits
            D_FF_en dff_en_i (.q(q[i]), .d(d[i]), .clk(clk), .reset(reset), .enable(enable));
        end
    endgenerate
endmodule
`timescale 1ps/1ps
module register_5bit (q, d, clk, enable, reset);
    output logic [4:0] q;
    input logic [4:0] d;
    input logic clk, enable, reset;
    genvar i;
    generate
        for (i = 0; i < 5; i = i + 1) begin : reg_bits
            D_FF_en dff_en_i (.q(q[i]), .d(d[i]), .clk(clk), .reset(reset), .enable(enable));
        end
    endgenerate
endmodule
==> run.sh <==
#!/bin/bash
# OpenROAD 26Q1-2900-gdf79404cd8, Yosys 0.63+post, stock flow scripts
make -C /OpenROAD-flow-scripts/flow DESIGN_CONFIG=/design/flow/config.mk WORK_HOME=/design/flow/orfs finish
==> constraint.sdc <==
current_design id_ex_pipeline_reg

set clk_period 1.0
set clk_io_pct 0.2

create_clock -name clk0 -period $clk_period [get_ports {clk}]

set non_clock_inputs [all_inputs -no_clocks]
set_input_delay [expr $clk_period * $clk_io_pct] -clock clk0 $non_clock_inputs
set_output_delay [expr $clk_period * $clk_io_pct] -clock clk0 [all_outputs]
==> flow_summary.json <==
{
  "status": "finished with violations",
  "violations": "setup timing",
  "power_density_mw_per_mm2": 1590,
  "die_h_um": 422,
  "syn_to_final_growth_pct": 50.6,
  "p_comb_share_pct": 13.7,
  "root_buffer": "clkbuf_16",
  "fp.coreArea_mm2": 0.161,
  "p_leak_nw": 14.1,
  "postRouteWirelength_mm": 74.9,
  "place_area_mm2": 0.0297,
  "hp-class": "input port to flop",
  "seqPwrFrac_pct": 42.7,
  "power.share.clock_pct": 43.6,
  "startpoint_type": "flop",
  "cts_htree_levels": 2,
  "openroad.warnings": 27,
  "initCoreUtil_pct": 12.8,
  "port_buffers": 958,
  "reg2reg_slack_ns": 0.14,
  "worstPathCellList": "buf_6",
  "drive_gt1_share_pct": 45.5,
  "yosys_cells": 2006,
  "synthSimpleGateAreaFrac_pct": 8.70,
  "yosys_warnings": 1,
  "critPathMaxStageDelay_ns": 0.36,
  "synthDistinctLibCells": 10,
  "vias_per_cell": 3.04,
  "cts_tree": "yes",
  "min_period_ns": 1.32,
  "drcViolationCount": 0,
  "ys_area_mm2": 0.0206,
  "die-width_um": 422,
  "cp_num_cells": 1,
  "ys_seq_share_pct": 46.4,
  "grt_pass1_vias": 14496,
  "rsz0062_at_grt": "yes",
  "grt_pass1_wl_mm": 105,
  "fmax_ghz": 0.759,
  "setup_ws_ns": -0.318,
  "cts_buffer_depth": 3,
  "critPathArrivalTime_ns": 1.12,
  "cp_max_fo": 2,
  "relSlewSlack_pct": 75.5,
  "critPathKind": "flop to output pin",
  "hold_viol": 0,
  "cp_slowest_cell": "dfxtp_4",
  "clk_pin_slew_ns": 0.06,
  "syn_area_mm2": 0.0206,
  "internal_power_mw": 37.5,
  "critPathRequiredTime_ns": 0.80,
  "wl_per_cell_um": 15.6,
  "pin_count": 959,
  "cts_made_buffers": 56,
  "endpoint": "br_uncond_offset_out[37]",
  "skew_ns": 0,
  "drv_cap": 0,
  "gp_congestion": 0.841,
  "setup_violations": 478,
  "peakVddDrop_uv": 1090,
  "hold_ws_ns": 0.0828,
  "hpwlAfterDp_mm": 59.5,
  "ys_sh_mux_pct": 23.2,
  "critPathCaptureType": "output pin",
  "drtPass1Iterations": 6,
  "postSynthAreaPerCell_um2": 10.3,
  "ant_nets": 0,
  "overflow": 0,
  "tightest_slew_ns": 0.367,
  "fill_cells": 17467,
  "fa_ha_area_share_pct": 0,
  "period_used_pct": 132,
  "slew_violations": 0,
  "cts.sinks": 478,
  "insertion_delay_ns": 0.63,
  "std_cell_rows": 147,
  "setup_tns_ns": -126.40,
  "synthAoiAreaFrac_pct": 0,
  "sw_frac_of_total_pct": 23.9,
  "vias": 14624,
  "chipArea_mm2": 0.178,
  "worst-r2r-cell-count": 4,
  "p_switching_mw": 11.8,
  "grt_max_degree": 60,
  "final_area_mm2": 0.0311,
  "drt-initial-drc-count": 587,
  "crit_family": "flip-flops",
  "syn_inst": 2006,
  "top_logic_kind": "multiplexers",
  "globalRouteTotalUtil_pct": 7.96,
  "path_buffers": 1,
  "ys_sh_xor_pct": 0,
  "yosys_register_bits": 478,
  "antenna_found_initial": 8
}
## repair_timing
action | CTS | global route
setup endpoints to repair | 478 | 481
endpoints found under the hold margin | 13 | 0
resized | 2312 | 22
buffers inserted | 15 | 8
hold buffers | 1 | 0
## layout make-up
class | instances | area (um2) | area share [%]
Clock buffer | 81 | 1700 | 5.46
Antenna cell | 6 | 15.0 | 0.0483
Sequential cell | 478 | 10200 | 32.8
Timing Repair Buffer | 1105 | 9610 | 30.9
Multi-Input combinational cell | 956 | 6580 | 21.2
Tap cell | 2160 | 2700 | 8.70
Clock inverter | 22 | 259 | 0.834
## routing by layer
layer	GRT usage, %	part of all wire (%)
met5	0	0.011
met4	1.67	2.3
met3	2.84	7.7
met2	13.6	50
met1	9.57	40
## cells by family (layout without fill, tap and decap cells)
group / after synthesis / count (layout)
AND/OR/NAND/NOR: 478 / 478
multiplexers: 478 / 478
other: 0 / 6
buffers and inverters: 572 / 1208
flip-flops: 478 / 478
## Yosys cell counts, drive strengths merged
cell	instances	area share [%]
buf	539	21
mux2i	478	23
dfxtp	478	46
clkbuf	33	0.60
nor2	478	8.7
## cell usage in the layout (no fill, tap or decap)
cell type and instances:
bufinv_16 4, clkdlybuf4s50_1 478, dlygate4sd3_1 1, clkinv_2 9
clkinv_16 1, diode_2 6, buf_2 317, buf_6 162
buf_8 2, dfxtp_2 467, nor2_1 478, buf_4 122
clkbuf_1 5, clkinvlp_4 5, dfxtp_4 11, clkbuf_8 20
clkbuf_16 56, buf_12 23, mux2i_1 478, inv_6 3
## worst min path at each step
stage	startpoint	endpoint	slack [ns]	depth (start not counted)
6_report	enable	flop	0.08	4
5_1_grt	enable	flop	0.06	4
4_1_cts	enable	flop	0.02	4
## power by group through the flow
stage	clock network (mW)	logic [mW]	registers, mW
after global routing	23.0	7.35	21.2
after CTS	22.3	6.85	21.1
final	21.5	6.79	21.1
## per-stage QoR
stage | utilization [%] | total power, mW | std cells | worst slack (ns)
floorplan | - | 24.8 | 2006 | 0.00795
global placement | 18.5 | 28.6 | 4675 | -0.270
detailed placement | 18.5 | 28.6 | 4675 | -0.282
CTS | 19.2 | 50.2 | 4794 | -0.396
global route | 19.3 | 51.6 | 4807 | -0.386
finish | 19.3 | 49.4 | 4808 | -0.318
Power is estimated from default activity; no workload was simulated.
